==> /design/flow/design.v <==
`timescale 1ns / 1ps
module binary_to_segment(bin, seven);
	input [3:0]bin;
	output reg [6:0] seven;
	always@(bin)
	begin
		case(bin)
			4'b0000: seven = 7'b1000000; 
			4'b0001: seven = 7'b1111001;
			4'b0010: seven = 7'b0100100;
			4'b0011: seven = 7'b0110000;
			4'b0100: seven = 7'b0011001;
			4'b0101: seven = 7'b0010010;
			4'b0110: seven = 7'b0000010;
			4'b0111: seven = 7'b1111000;
			4'b1000: seven = 7'b0000000;
			4'b1001: seven = 7'b0010000;
			4'b1010: seven = 7'b0001000;
			4'b1011: seven = 7'b0000011;
			4'b1100: seven = 7'b1000110;
			4'b1101: seven = 7'b0100001;
			4'b1110: seven = 7'b0001010;
			default: seven = 7'b0001110;
		endcase
	end
endmodule
==> /design/flow/run.sh <==
#!/bin/bash
# OpenROAD 26Q1-2900-gdf79404cd8, Yosys 0.63+post, stock flow scripts
make -C /OpenROAD-flow-scripts/flow DESIGN_CONFIG=/design/flow/config.mk WORK_HOME=/design/flow/orfs finish
==> /design/flow/config.mk <==
export PLATFORM = sky130hd
export DESIGN_NAME = binary_to_segment
export DESIGN_NICKNAME = binary_to_segment
export VERILOG_FILES = /design/flow/design.v
export SDC_FILE = /design/flow/constraint.sdc
export NUM_CORES = 4
export LEC_CHECK = 1
export CORE_AREA = 10 10 70 70
export DIE_AREA = 0 0 80 80
==> /design/flow/constraint.sdc <==
current_design binary_to_segment

set clk_period 1.0
set clk_io_pct 0.2

create_clock -name clk0 -period $clk_period

set non_clock_inputs [all_inputs -no_clocks]
set_input_delay [expr $clk_period * $clk_io_pct] -clock clk0 $non_clock_inputs
set_output_delay [expr $clk_period * $clk_io_pct] -clock clk0 [all_outputs]
==> out/metrics.cfg <==
[routing]
ant_nets=0
drc=0
drtIter0Drc=22
drt_wl_total_microns=851
antenna_cells_inserted=0
viasPerCell=3.15
wl_per_cell_microns=8.60
dr.pass1.iters=6
num_vias=312

[outcome]
violations=negative setup slack
outcome=finished, violations left

[synth]
ys_cells=32
ys_sh_simple_pct=11.1
syn_avg_cell_area_sq_um=8.84
logic_family=multiplexers
aoi_share_pct=15.5
synthMuxAreaShare_pct=32.7
synthCells=32
syn-cell-area_sq_um=283
synth_xor_xnor_area_share_pct=0
ys_chip_area_sq_um=283
ys_types=18
synth_adder_area_share_pct=31.0
ys_warn_count=1
synth_seq_share_pct=0

[global_route]
gr-usage-all-layers_pct=2.40
grt_pass1_wl_microns=1380
grt_start_max_net_pins=10
grt_pass1_vias=307
overflow=0
antenna_found_initial=0

[place]
port_buffers=11
preCtsSetupSlack_ns=-1.26
dp_hpwl_microns=636
routabilityCongestion=0.796
dpl_cell_area_sq_um=547

[sta]
min_period_ns=1.42
fin_setup_tns_ns=-1.77
min_period_over_period_pct=142
timing.slew.headroom_pct=86.7
finalWorstSetupSlack_ns=-0.425
setup_violations=7
finalHoldViolCount=0
tightest_slew_ns=0.199
maxSlewViolCount=0
timing.fmax_ghz=0.702
rsz0062_at_grt=yes

[die]
io_pins=11
dieArea_sq_um=6400
rows=21
initCoreUtil_pct=8.28
dieWidth_microns=80
core_sq_um=3420
dieHeight_microns=80

[job]
cap_viol_max_count=0
warnings=41

[power]
ir_worst_vdd_v=0.0000775
power_uw=231
power.density_nw_per_um2=384
leakage_nw=0.264

[critical_path]
start_kind=input pin
crit_path_max_fanout=6
required_ns=0.80
cp_data_arrival_time_ns=1.22
endpoint_kind=output pin
path_class=input pin to output pin

[layout]
ff_count=0
drive_gt1_share_pct=77.4
fin_util_pct=17.6
area_delta_synth_final_pct=113
clkbuf_count=0
fill_cells=375
seqCellArea_sq_um=0
final_design_area_no_fill_sq_um=602
comb_area_sq_um=318

[worst_hold_path]
hold_class=input pin to output pin
hold_depth=3
holdPathEnd=seven[1]
hold_path.startpoint=bin[0]

[clock_tree]
cts_hold_buf=0

critical path: stages:
cell	delay [ns]
buf_12	0.12
inv_16	0.04
ha_4	0.25
inv_2	0.03
mux4_2	0.45
buf_2	0.13
report_power, final:
part / switching [mW] / total (mW) / internal, mW
clock network: 0 / 0 / 0
logic: 0.0953 / 0.231 / 0.136
registers: 0 / 0 / 0
area by class of cell:
cell class,count,share of cell area [%]
tap,46,9.56
timing repair buffer,23,31.8
inverter,3,5.82
multi-input combinational,27,52.8
through the flow:
step / std cells / hold slack [ns]
floorplan: 32 / 0.493
global placement: 96 / 1.57
detailed placement: 96 / 1.57
CTS: 99 / 0.852
global route: 99 / 0.788
finish: 99 / 0.774
logic make-up after synthesis:
family / after synthesis
muxes: 7
adders and majority gates: 7
and+or+nand+nor: 7
AOI/OAI and AO/OA: 6
buffers and inverters: 5
cell usage in the layout, fill, tap and decap left out:
master    instances
buf_6             5
nand2b_1          1
o22ai_1           1
a32o_1            1
buf_4             8
ha_1              1
a21oi_1           1
inv_2             1
nand2_1           1
a22o_1            1
buf_8             1
buf_12            1
nor2_1            2
inv_8             1
mux2i_1           3
o21ai_2           2
clkbuf_2          3
buf_2             5
mux2i_2           1
ha_2              3
inv_16            1
nand2_2           2
nor2_4            1
mux2_4            2
mux4_2            1
ha_4              3
worst max-delay path by stage:
stage	slack (ns)	endpoint	start
6_report	-0.42	seven[3]	bin[0]
5_1_grt	-0.45	seven[3]	bin[0]
4_1_cts	-0.50	seven[3]	bin[0]
metal layers:
| layer | up-vias | wire (microns) | GRT usage [%] |
|---|---|---|---|
| met4 | 0 | 0 | 0.176 |
| met5 | - | 0 | 0 |
| met3 | 0 | 76 | 0.682 |
| met1 | 147 | 388 | 2.97 |
| li1 | 154 | - | - |
| met2 | 11 | 386 | 4.17 |
timing repair:
| item | 4_1_cts | 5_1_grt |
|---|---|---|
| setup buffers | 3 | 1 |
| pin swaps | 4 | 8 |
| gates resized | 42 | 23 |
| setup endpoints to repair | 7 | 7 |
synthesized netlist by cell type:
cell type	number	area, sq um
ha_1	7	87.6
o21ai_2	1	8.76
a21oi_1	1	5.00
a22o_1	1	8.76
mux2i_1	4	40.0
o22ai_1	1	6.26
buf_6	1	11.3
o21ai_0	1	5.00
nand2_2	1	6.26
nor2_1	3	11.3
a32o_1	1	10.0
mux2_2	1	11.3
nand2b_1	1	6.26
nand2_1	2	7.51
mux4_1	1	26.3
inv_1	3	11.3
mux2_4	1	15.0
buf_2	1	5.00
