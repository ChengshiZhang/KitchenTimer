==> design/flow/design.v <==
`timescale 1ns / 1ps
module Debouncer(
     input clk,  
     input PB,   
      output reg PB_state   
 );
  wire clk_out;
 reg PB_sync_0;
 always @(posedge clk) PB_sync_0 <= PB; 
 reg PB_sync_1;
 always @(posedge clk) PB_sync_1 <= PB_sync_0;
 reg [15:0] PB_cnt;
 always @(posedge clk)
 if(PB_state==PB_sync_1)
     PB_cnt <= 0;
 else
 begin
     PB_cnt <= PB_cnt + 1'b1;  
     if(PB_cnt == 16'hffff) PB_state <= ~PB_state;  
 end
 endmodule
`timescale 1ns / 1ps
module Seven(clk, c1, c2, c3, c4, AN, cathode, reset);
	input clk, reset;
	input [6:0]c1;
	input [6:0]c2;
	input [6:0]c3;
	input [6:0]c4;
	output reg[3:0] AN;
	output reg[6:0] cathode;
	reg[1:0] count;
	wire clk_out, reset_debounced; 
	clock_divider clk1(.in_clk(clk),.out_clk(clk_out), .seg(1'b1));
  Debouncer PB_debouncer2(
		.clk(clk),
		.PB(reset),
		.PB_state(reset_debounced)
	);
	always@(posedge clk_out)
	begin
			count <= count + 1'b1;
			case(count)
				2'b00:begin
					AN <= 4'b1110;
					cathode <= c1;
				end
				2'b01:begin
					AN <= 4'b1101;
					cathode <= c2;
				end
				2'b10:begin
					AN <= 4'b1011;
					cathode <= c3;
				end
				2'b11:begin
					AN <= 4'b0111;
					cathode <= c4;
				end
				default: begin
					AN <= 4'b1110;
					cathode <= 7'b1111110;
				end
			endcase
	end
endmodule
`timescale 1ns / 1ps
module clock_divider(in_clk,out_clk, seg);
	input in_clk, seg;
	output reg out_clk;
	reg[15:0] count1;
	reg[24:0] count2;
	always@(posedge in_clk)
	begin
		if(seg)begin
			count1 = count1 + 1'b1;
			if(count1>=1000)begin
				out_clk =1;
				count1 = 0;
			end
			else
				out_clk = 0;
		end
		else begin
			count2 = count2 + 1'b1;
			if(count2>=20000000)begin
				out_clk =1;
				count2 = 0;
			end
			else
				out_clk = 0;
		end
	end
endmodule
==> design/flow/run.sh <==
#!/bin/bash
# OpenROAD 26Q1-2900-gdf79404cd8, Yosys 0.63+post, stock flow scripts
make -C /OpenROAD-flow-scripts/flow DESIGN_CONFIG=/design/flow/config.mk WORK_HOME=/design/flow/orfs finish
==> design/flow/config.mk <==
export PLATFORM = sky130hd
export DESIGN_NAME = Seven
export DESIGN_NICKNAME = Seven
export VERILOG_FILES = /design/flow/design.v
export SDC_FILE = /design/flow/constraint.sdc
export NUM_CORES = 4
export LEC_CHECK = 1
export CORE_AREA = 10 10 110 110
export DIE_AREA = 0 0 120 120
==> design/flow/constraint.sdc <==
current_design Seven

set clk_period 4.3
set clk_io_pct 0.2

create_clock -name clk0 -period $clk_period [get_ports {clk}]

set non_clock_inputs [all_inputs -no_clocks]
set_input_delay [expr $clk_period * $clk_io_pct] -clock clk0 $non_clock_inputs
set_output_delay [expr $clk_period * $clk_io_pct] -clock clk0 [all_outputs]
==> impl_metrics.py <==
# Flow results
metrics = {
    "timing": {
        "final-setup-viol-count": 0,
        "unclocked_regs": 13,
        "maxClockFrequency_ghz": 0.4155,
        "slew_violations": 0,
        "worst_slew_margin_rel": 0.6175,
        "fin_skew_ns": 0.005119,
        "unconstrained_endpoints": 24,
        "timing_worst_slew_pin_value_ns": 0.5695,
        "final.setup.tns_ns": 0,
        "fin_crit_sh": 0.5598,
        "grt_setup_unrepaired": "no",
        "final_period_minus_worst_setup_slack_ns": 2.407,
        "final_hold_viol_count": 0,
    },
    "die": {
        "coreArea_um2": 9774,
        "rows": 36,
        "chip_area_um2": 14400,
        "pin_count": 41,
        "dieHeight_um": 120,
        "fp_util": 0.1389,
        "fp.dieW_um": 120,
    },
    "cts": {
        "htreeDepth": 1,
        "root_buf_cell": "clkbuf_8",
        "ctsHoldBuffers": 0,
        "cts-buffers-inserted": 3,
        "cts-resized-gates": 0,
        "clk_latency_ns": 0.25,
        "ctsLongestPathBuffers": 2,
        "worst_setup_hold_path_clk_slew_ns": 0.07,
        "cts_tree": "yes",
        "postCtsSetupRepairBufs": 0,
    },
    "critical_path": {
        "crit_path_top_delay_cell": "dfxtp_1",
        "path_common_cell": "nand4_1",
        "timing.critical_path.required_ns": 4.44,
        "cpPeakStageDelay_ns": 0.49,
        "crit_path_end_kind": "register",
        "cp_data_arrival_time_ns": 2.55,
        "r2r_setup_slack_ns": 1.89,
        "setup.worst_path.start_class": "register",
        "crit_type": "reg -> reg",
        "worstPathCellList": "nand4_1 -> nor4_1 -> xnor2_1 -> nand4_1 -> or3_1",
        "worst_r2r_startpoint": "clk1.count1[3]",
        "worst-r2r-cell-count": 5,
        "worst-path-max-fanout": 11,
        "timing.rr.end": "clk1.out_clk",
    },
    "run": {
        "maxCapViolCount": 0,
        "openroad.warnings": 30,
    },
    "drt": {
        "avgRoutedWirePerCell_um": 10.79,
        "dr_total_vias": 1188,
        "detailedRoute.firstIterationViolations": 77,
        "detailedRoute.firstPassIterationCount": 5,
        "finalWirelength_um": 3420,
        "route.detailed.drc": 0,
        "route.antenna.remaining_nets": 0,
        "via_per_inst": 3.748,
        "antenna-diode-count": 0,
    },
    "yosys": {
        "yosys_cells": 144,
        "postSynthAreaPerCell_um2": 9.427,
        "netlist-cell-type-count": 36,
        "yosys.stat.chipArea_um2": 1358,
        "syn_area_um2": 1358,
        "enable_flop_cells": 0,
        "async_reset_ff_frac": 0,
        "syn_inst": 144,
        "yosys_register_bits": 30,
        "postSynth.topFlopCell": "dfxtp_1",
        "synth.yosys.seq_area_share": 0.4424,
        "synth_warnings": 3,
    },
    "placement": {
        "dpl.hpwl_um": 2678,
        "post_dp_cell_area_um2": 1894,
        "port_buffers": 39,
        "gp_congestion": 0.8322,
    },
    "finish": {
        "final_layout_size_suffix_gt1_frac": 0.04348,
        "comb_area_um2": 691.9,
        "seqCellArea_um2": 600.6,
        "n_fill_cell": 1071,
        "syn2layout_area_growth_pct": 42.86,
        "final_design_area_no_fill_um2": 1939,
    },
    "hold_path": {
        "hold_critical_path_depth": 1,
        "launch_instance_of_the_worst_min_delay_path": "clk1.count1[0]",
        "min_to": "clk1.count1[0]",
        "hold_path_class": "reg -> reg",
    },
    "grt": {
        "grt_first_pass_wirelength_um": 5733,
        "initial_antenna_violation_count": 0,
        "via_count_of_the_first_global_routing_pass": 1172,
        "grt_usage": 0.04633,
        "globalRoute.totalOverflow": 0,
        "grt_start_max_net_pins": 16,
    },
    "power_and_ir_drop": {
        "cellLeakagePower_nw": 0.6499,
        "pwr-share-comb": 0.118,
        "internal_power_mw": 0.2570,
        "power_density_nw_per_um2": 167.1,
        "power.share.switching": 0.2069,
        "power.share.sequential": 0.511,
        "share_clk_of_total_power": 0.370,
        "ir_drop_v": 0.0002112,
        "switching_power_of_the_nets_mw": 0.06703,
    },
    "status": {
        "outcome": "completed",
    },
}
[area by class of cell]
| cell class | instances | area share |
|---|---|---|
| clock buffer | 4 | 0.02323 |
| tap | 133 | 0.08581 |
| inverter | 10 | 0.01935 |
| multi-input combinational | 100 | 0.3568 |
| timing repair buffer | 40 | 0.2052 |
| sequential | 30 | 0.3097 |
[cell families after synthesis]
group                      synth area share
adders and majority gates           0.05530
other                              0.002762
xor gates and xnor gates            0.07097
buffers and inverters               0.06174
DFF                                  0.4424
and+or+nand+nor                      0.2212
AOI/OAI and AO/OA                    0.1456
[power by group through the flow]
stage | registers (mW) | logic [mW] | clock network (mW)
after CTS | 0.166 | 0.0386 | 0.122
after global routing | 0.166 | 0.0416 | 0.131
final | 0.166 | 0.0383 | 0.120
[metrics by stage]
stage | setup slack (ns) | total power [mW] | hold WS (ns) | instances | utilization
floorplan | 2.461 | 0.1787 | 0.5226 | 149 | -
global placement | 1.917 | 0.2075 | 0.5457 | 313 | 0.1938
detailed placement | 1.913 | 0.2079 | 0.5636 | 313 | 0.1938
CTS | 1.911 | 0.3263 | 0.5681 | 317 | 0.1984
global route | 1.709 | 0.3387 | 0.6125 | 317 | 0.1984
finish | 1.893 | 0.3240 | 0.5654 | 317 | 0.1984
[worst max-delay path: cells and delay by family (launching register included)]
kind / cells / cell delay (ns)
xor+xnor: 1 / 0.16
flops: 1 / 0.49
simple gates: 4 / 1.64
[cell usage in the layout, fill, tap and decap left out, drive strengths merged, types with 3 or more instances in the layout]
cell	instances
clkdlybuf4s50	39
dfxtp	30
nor2	13
nor4	13
inv	10
xnor2	9
a21oi	8
a222oi	7
nand2	7
ha	6
conb	6
nand4	6
nand3	4
clkbuf	4
nor3	3
[state kept, by name (all words and copies together) (netlist names)]
signal,flops
clk1.count1,16
cathode,7
AN,4
count,2
clk1.out_clk,1
[metal layers]
metal	vias up	track usage	routed length, um
met5	-	0	0
met4	0	0.001508	0
met3	0	0.01523	349
met2	53	0.06774	1312
met1	528	0.06854	1758
li1	607	-	-
[cell usage after synthesis (2+ instances only)]
cell type | instances | area share
a21oi_1 | 8 | 0.029
a222oi_1 | 7 | 0.052
buf_4 | 3 | 0.017
clkbuf_1 | 4 | 0.011
dfxtp_1 | 30 | 0.44
ha_1 | 6 | 0.055
inv_1 | 10 | 0.028
nand2_1 | 7 | 0.019
nand3_1 | 3 | 0.011
nand4_1 | 5 | 0.023
nor2_1 | 13 | 0.036
nor3_1 | 3 | 0.011
nor4_1 | 12 | 0.055
or3_1 | 2 | 0.0092
xnor2_1 | 9 | 0.058
xor2_1 | 2 | 0.013
[worst max-delay path by stage]
stage / from / endpoint / cells past startpoint
global route: clk1.count1[2] / clk1.out_clk / 5
CTS: clk1.count1[3] / clk1.out_clk / 5
finish: clk1.count1[3] / clk1.out_clk / 5
Power is estimated from default activity; no workload was simulated.
